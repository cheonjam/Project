==> design.v <==
module fee_cal(clk, reset, normal, premium, one, ten, baek, cheon, man, sibman, meter);
	input clk, reset, normal, premium, meter;
	output reg [3:0] one, ten, baek;
	output reg [3:0] cheon, man, sibman;
	reg flag;
	reg clk_out;
	reg [3:0] count;
	reg [1:0] status;
	always @(posedge clk)begin
		count <= count + 1;
		if(count==5)begin
			clk_out <= 1;
		end
		if(count==10)begin
			clk_out <= 0;
			count <= 0;
		end
	end
	always @(posedge clk) begin
		if(flag==1)
			flag<=0;
		if(reset==1) begin
			status <= 2'b00;
		end
		else if(normal==1) begin
			status <= 2'b01;
			flag<=1;
		end
		else if(premium==1) begin
			status <= 2'b10;
			flag<=1;
		end
	end
	always @(posedge meter) begin
		case(status)
			2'b00 : begin
					one<=0;
					ten<=0;
					baek<=0;
					cheon<=0;
					man<=0;
					sibman<=0;
			end
			2'b01 : begin
				if(flag==1) begin
					one<=0;
					ten<=0;
					baek<=8;
					cheon<=2;
					man<=0;
					sibman<=0;
				end
				else begin
					baek <= baek+1;
					if(baek==9) begin
						baek<=0;
						cheon <= cheon+1;
						if(cheon==9) begin
							cheon<=0;
							man<=man+1;
							if(man==9) begin
								man<=0;
								sibman<=sibman+1;
							end
						end
					end
				end
			end
			2'b10 : begin
				if(flag==1) begin
					one<=0;
					ten<=0;
					baek<=0;
					cheon<=3;
					man<=0;
					sibman<=0;
				end
				else begin
					baek <= baek+3;
					if(baek==7) begin
						baek<=0;
						cheon <= cheon+1;
						if(cheon==9) begin
							cheon<=0;
							man<=man+1;
							if(man==9) begin
								man<=0;
								sibman<=sibman+1;
							end
						end
					end
					else if(baek==8) begin
						baek<=1;
						cheon <= cheon+1;
						if(cheon==9) begin
							cheon<=0;
							man<=man+1;
							if(man==9) begin
								man<=0;
								sibman<=sibman+1;
							end
						end
					end
					else if(baek==9) begin
						baek<=2;
						cheon <= cheon+1;
						if(cheon==9) begin
							cheon<=0;
							man<=man+1;
							if(man==9) begin
								man<=0;
								sibman<=sibman+1;
							end
						end
					end
				end
			end
		endcase
	end
endmodule
==> run.sh <==
#!/bin/bash
# OpenROAD 26Q1-2900-gdf79404cd8, Yosys 0.63+post, stock flow scripts
make -C /OpenROAD-flow-scripts/flow DESIGN_CONFIG=/design/flow/config.mk WORK_HOME=/design/flow/orfs finish
==> config.mk <==
export PLATFORM = sky130hd
export DESIGN_NAME = fee_cal
export DESIGN_NICKNAME = fee_cal
export VERILOG_FILES = /design/flow/design.v
export SDC_FILE = /design/flow/constraint.sdc
export NUM_CORES = 4
export LEC_CHECK = 1
export CORE_AREA = 10 10 102 102
export DIE_AREA = 0 0 112 112
==> constraint.sdc <==
current_design fee_cal

set clk_period 1.0
set clk_io_pct 0.2

create_clock -name clk0 -period $clk_period [get_ports {clk}]
create_clock -name clk1 -period $clk_period [get_ports {meter}]

set non_clock_inputs [all_inputs -no_clocks]
set_input_delay [expr $clk_period * $clk_io_pct] -clock clk0 $non_clock_inputs
set_output_delay [expr $clk_period * $clk_io_pct] -clock clk0 [all_outputs]
==> COMMIT_EDITMSG <==
Refresh implementation metrics

* Status: finished with violations
- Violated checks: setup timing
- Across the routed clock network, the largest skew measured is 2.08 ps.
- Kind of capture point of the worst setup path: flop
- Post-synth the commonest register cell is sky130_fd_sc_hd__edfxtp_1.
* Required time of the critical path: 1000 ps
- CP peak stage delay: 420 ps
* Sequential cell area: 566 um2
* Number of stages on the worst hold path: 1
- Of the total synthesized cell area, the portion taken by full adders, half adders and majority gates is 0.0546.
- Multi-input combinational cell area: 1080 um2
- Antenna diodes: 0
- Final antenna-violating net count: 0
- Post-synthesis, Yosys gives the total cell area as 1600 um2.
- Final Max Slew Viols: 0
- MUX share of area: 0
- Per STA, the worst path accumulates the most delay in the family AND-OR/OR-AND gates.
* TritonRoute pass-1 iters: 4
- RR Startpoint: baek[0]
- Critical Path AT: 1720 ps
- The layout summary lists the proportion of cells stronger than drive strength 1 as 0.544.
- The final timing report lists a hold violation count of 0.
- Synth unique cells: 55
- The worst register-to-register path depth is 5.
- The buffer_ports step reported a buffer count of 19.
- Endpoint of the most critical register-to-register path: cheon[0]
- Per the run summary, max-cap violations total 0.
* Maximum number of pins on one net before global-route repair: 10
- The overall die size recorded for this design is 12500 um2.
- Hold wc startpoint: status[0]
* Overall power consumption: 3.24 mW
- Summed over all routing layers, the global router reports a total usage of 0.0732.
- XORs/XNORs by Area: 0.0109
- Ordered cell list for the critical path: ha_2 -> and3b_4 -> nor2_4 -> o31a_1 -> o221a_1
- The worst register-to-register path has a setup slack of -720 ps.
- Share of synthesized cell area in and-or and or-and compound cells: 0.247
- For this run, the number of Yosys warnings is 1.
* Core region area: 8220 um2
* Placed cells: 339
* Fin worst setup slack: -717 ps
- For this run, the number of standard cells in the final layout without fillers is 368.
- Along the worst path, the maximum fanout reaches 6.
* Worst setup slack after placement: -708 ps
* Fp util: 0.195
- Post-synth EDFFs: 16
* Min-Delay Path Class: reg -> reg
- Fill cells: 788
- For this design, the CTS-stage hold fixing added 0 buffers.
- During I/O placement, the number of pins put on the boundary was 29.
- Total vias in the final route: 1650
- Sum of negative setup slack: -14310 ps
- STA classifies the critical path startpoint as a flop.
* Unrepaired setup endpoints after global routing: true
* Seq share, synth: 0.350
- Post-synthesis cell count from yosys: 167
- Total gr overflow: 0
- Counting both buffers and inverters, the worst setup path holds a total of 0.
- The post-placement cell area is 2300 um2.
- TritonCTS built the clock tree.
* Pwr Density: 1170 nW/um2
- Max rail drop VDD: 1.09 mV
- Overall routed net length: 4.88 mm
- A synthesized cell averages 9.60 um2.
* Total tool warning count: 33
- The first global-routing pass estimated 7.82 mm of wire.
* Hold Path Sink: status[0]
- Slowest cell on the critical path: sky130_fd_sc_hd__edfxtp_1
- TritonCTS Sinks: 20
* FFs w/ async S/R, synth: 0
- Post-synth top area cell: sky130_fd_sc_hd__edfxtp_1
- Area grow syn2layout: 72.7%
* Iter 0 DRT Violations: 81
- Summing every instance area after synthesis gives 1600 um2.
- The registers of the reported paths see a clock transition of 60 ps.
- The critical path is of the reg -> reg type.
- The floorplan has 33 rows.
- Per the gpl log, the routability congestion estimate is 0.837.
* Horizontal die dimension: 112 um
- Simple-gate share of the synthesized area: 0.236
* Top cell area share: 0.300
- By area, the combinational part of the netlist is dominated by AND-OR/OR-AND gates.
- Routed via count divided by cell count: 4.48
- Synthesis produced 167 cells.
- Once layout is done, the placed cells without fillers occupy 2770 um2.
- Number of antenna violations at the first check in global routing: 0
- Final setup violation count: 47
* Number of global-route vias before repair: 1588
- Summed over all nets, the half-perimeter wirelength after detailed placement is 3.46 mm.
- The synthesis report lists the most area-consuming cells as sky130_fd_sc_hd__edfxtp_1 (30%), sky130_fd_sc_hd__ha_1 (5.5%), sky130_fd_sc_hd__dfxtp_1 (5.0%).
* Ys flops: 20
* Die extent in y: 112 um
- DRC violations left: 0
- DR WL/cell: 13.3 um
- The script extracted a total leakage power of 1.16 nW.
metal layers:
layer,global-route usage,share of wire,vias to the layer above
met5,0,0,-
met4,0.0102,0.013,0
met3,0.0141,0.043,4
met2,0.114,0.47,39
met1,0.106,0.47,792
li1,-,-,815
final cells by class:
class | instances | area share
Inverter | 7 | 0.00949
Multi-Input combinational cell | 131 | 0.391
Tap cell | 105 | 0.0475
Clock inverter | 1 | 0.00136
Timing Repair Buffer | 98 | 0.316
Clock buffer | 6 | 0.0298
Sequential cell | 20 | 0.204
cell families after synthesis:
logic type      count (synthesis)
xor+xnor                        2
compound gates                 54
fa+ha+maj                       7
other cells                     1
flops                          20
buf+inv                        24
simple gates                   59
layout by cell type, fill, tap and decap left out, drive strengths merged, types with 4 or more instances in the layout:
cell type,count
a21oi,15
and3b,4
buf,95
clkbuf,6
conb,8
dfxtp,4
edfxtp,16
ha,7
inv,7
nand2,11
nand2b,4
nand3,6
nand3b,4
nor2,10
nor3,4
o21ai,10
per-stage QoR:
| stage | util | hold WS (ps) |
|---|---|---|
| 6_report | 0.337 | 523 |
| 5_1_grt | 0.337 | 545 |
| 4_1_cts | 0.327 | 515 |
| 3_5_place_dp | 0.280 | 456 |
| 3_3_place_gp | 0.280 | 454 |
| 2_1_floorplan | - | 272 |
report_power, final:
part | switching [mW] | internal (mW)
registers | 0.0795 | 1.00
clock network | 0.306 | 0.529
logic | 0.546 | 0.780
worst max path at each step:
stage	cells after the start	startpoint	slack, ps	end
after CTS	5	baek[0]	-690	cheon[0]
after global routing	7	baek[1]	-790	cheon[3]
final	5	baek[0]	-720	cheon[0]
timing repair:
item                       in CTS  in global routing
setup endpoints to repair      48                 48
pin swaps                      16                  9
cloned                          1                  0
resized                        94                 22
setup buffers                  26                  8
Yosys cell counts (3+ instances only):
cell	number
sky130_fd_sc_hd__edfxtp_1	16
sky130_fd_sc_hd__a21oi_1	13
sky130_fd_sc_hd__nand2_1	11
sky130_fd_sc_hd__buf_4	9
sky130_fd_sc_hd__o21ai_0	9
sky130_fd_sc_hd__nor2_1	8
sky130_fd_sc_hd__ha_1	7
sky130_fd_sc_hd__inv_1	7
sky130_fd_sc_hd__nand3_1	6
sky130_fd_sc_hd__buf_6	4
sky130_fd_sc_hd__dfxtp_1	4
sky130_fd_sc_hd__nand2b_1	4
sky130_fd_sc_hd__nor3_1	4
sky130_fd_sc_hd__a311oi_1	3
sky130_fd_sc_hd__a31oi_1	3
sky130_fd_sc_hd__and3_1	3
sky130_fd_sc_hd__buf_2	3
sky130_fd_sc_hd__nand3b_1	3
registers in the layout (all words and copies together) (netlist names):
| register | flops |
|---|---|
| baek | 4 |
| cheon | 4 |
| sibman | 4 |
| man | 4 |
| flag | 1 |
| status | 3 |
Power is estimated from default activity; no workload was simulated.
