## flow/design.v

```verilog
module bcd_seg(clk, one, ten, baek, cheon, man, sibman, one_meter, ten_meter, baek_meter, bus, segout, common);
	input clk, bus;
	input [3:0] one, ten, baek, cheon, man, sibman;
	input [3:0] one_meter, ten_meter, baek_meter;
	output reg [7:0] segout, common;
	reg [2:0] cnt;
	reg [7:0] one_seg, ten_seg, baek_seg, cheon_seg, man_seg, sibman_seg;
	reg [7:0] onemeter_seg, tenmeter_seg, baekmeter_seg;
	always @(*)begin
		case(one)
			4'b0000: one_seg = 8'b0011_1111;
			4'b0001: one_seg = 8'b0000_0110;
			4'b0010: one_seg = 8'b0101_1011;
			4'b0011: one_seg = 8'b0100_1111;
			4'b0100: one_seg = 8'b0110_0110;
			4'b0101: one_seg = 8'b0110_1101;
			4'b0110: one_seg = 8'b0111_1101;
			4'b0111: one_seg = 8'b0010_0111;
			4'b1000: one_seg = 8'b0111_1111;
			4'b1001: one_seg = 8'b0110_0111;
			default : one_seg = 8'b0000_0000;
		endcase
		case(ten)
			4'b0000: ten_seg = 8'b0011_1111;
			4'b0001: ten_seg = 8'b0000_0110;
			4'b0010: ten_seg = 8'b0101_1011;
			4'b0011: ten_seg = 8'b0100_1111;
			4'b0100: ten_seg = 8'b0110_0110;
			4'b0101: ten_seg = 8'b0110_1101;
			4'b0110: ten_seg = 8'b0111_1101;
			4'b0111: ten_seg = 8'b0010_0111;
			4'b1000: ten_seg = 8'b0111_1111;
			4'b1001: ten_seg = 8'b0110_0111;
			default : ten_seg = 8'b0000_0000;
		endcase 
		case(baek)
			4'b0000: baek_seg = 8'b0011_1111;
			4'b0001: baek_seg = 8'b0000_0110;
			4'b0010: baek_seg = 8'b0101_1011;
			4'b0011: baek_seg = 8'b0100_1111;
			4'b0100: baek_seg = 8'b0110_0110;
			4'b0101: baek_seg = 8'b0110_1101;
			4'b0110: baek_seg = 8'b0111_1101;
			4'b0111: baek_seg = 8'b0010_0111;
			4'b1000: baek_seg = 8'b0111_1111;
			4'b1001: baek_seg = 8'b0110_0111;
			default : baek_seg = 8'b0000_0000;
		endcase 
		case(cheon)
			4'b0000: cheon_seg = 8'b0011_1111;
			4'b0001: cheon_seg = 8'b0000_0110;
			4'b0010: cheon_seg = 8'b0101_1011;
			4'b0011: cheon_seg = 8'b0100_1111;
			4'b0100: cheon_seg = 8'b0110_0110;
			4'b0101: cheon_seg = 8'b0110_1101;
			4'b0110: cheon_seg = 8'b0111_1101;
			4'b0111: cheon_seg = 8'b0010_0111;
			4'b1000: cheon_seg = 8'b0111_1111;
			4'b1001: cheon_seg = 8'b0110_0111;
			default : cheon_seg = 8'b0000_0000;
		endcase 
		case(man)
			4'b0000: man_seg = 8'b0011_1111;
			4'b0001: man_seg = 8'b0000_0110;
			4'b0010: man_seg = 8'b0101_1011;
			4'b0011: man_seg = 8'b0100_1111;
			4'b0100: man_seg = 8'b0110_0110;
			4'b0101: man_seg = 8'b0110_1101;
			4'b0110: man_seg = 8'b0111_1101;
			4'b0111: man_seg = 8'b0010_0111;
			4'b1000: man_seg = 8'b0111_1111;
			4'b1001: man_seg = 8'b0110_0111;
			default : man_seg = 8'b0000_0000;
		endcase 
		case(sibman)
			4'b0000: sibman_seg = 8'b0011_1111;
			4'b0001: sibman_seg = 8'b0000_0110;
			4'b0010: sibman_seg = 8'b0101_1011;
			4'b0011: sibman_seg = 8'b0100_1111;
			4'b0100: sibman_seg = 8'b0110_0110;
			4'b0101: sibman_seg = 8'b0110_1101;
			4'b0110: sibman_seg = 8'b0111_1101;
			4'b0111: sibman_seg = 8'b0010_0111;
			4'b1000: sibman_seg = 8'b0111_1111;
			4'b1001: sibman_seg = 8'b0110_0111;
			default : sibman_seg = 8'b0000_0000;
		endcase 
		case(one_meter)
			4'b0000: onemeter_seg = 8'b0011_1111;
			4'b0001: onemeter_seg = 8'b0000_0110;
			4'b0010: onemeter_seg = 8'b0101_1011;
			4'b0011: onemeter_seg = 8'b0100_1111;
			4'b0100: onemeter_seg = 8'b0110_0110;
			4'b0101: onemeter_seg = 8'b0110_1101;
			4'b0110: onemeter_seg = 8'b0111_1101;
			4'b0111: onemeter_seg = 8'b0010_0111;
			4'b1000: onemeter_seg = 8'b0111_1111;
			4'b1001: onemeter_seg = 8'b0110_0111;
			default : onemeter_seg = 8'b0000_0000;
		endcase
		case(ten_meter)
			4'b0000: tenmeter_seg = 8'b0011_1111;
			4'b0001: tenmeter_seg = 8'b0000_0110;
			4'b0010: tenmeter_seg = 8'b0101_1011;
			4'b0011: tenmeter_seg = 8'b0100_1111;
			4'b0100: tenmeter_seg = 8'b0110_0110;
			4'b0101: tenmeter_seg = 8'b0110_1101;
			4'b0110: tenmeter_seg = 8'b0111_1101;
			4'b0111: tenmeter_seg = 8'b0010_0111;
			4'b1000: tenmeter_seg = 8'b0111_1111;
			4'b1001: tenmeter_seg = 8'b0110_0111;
			default : tenmeter_seg = 8'b0000_0000;
		endcase
		case(baek_meter)
			4'b0000: baekmeter_seg = 8'b0011_1111;
			4'b0001: baekmeter_seg = 8'b0000_0110;
			4'b0010: baekmeter_seg = 8'b0101_1011;
			4'b0011: baekmeter_seg = 8'b0100_1111;
			4'b0100: baekmeter_seg = 8'b0110_0110;
			4'b0101: baekmeter_seg = 8'b0110_1101;
			4'b0110: baekmeter_seg = 8'b0111_1101;
			4'b0111: baekmeter_seg = 8'b0010_0111;
			4'b1000: baekmeter_seg = 8'b0111_1111;
			4'b1001: baekmeter_seg = 8'b0110_0111;
			default : baekmeter_seg = 8'b0000_0000;
		endcase 
	end
	always @(posedge clk)begin
		if(bus == 1)begin
			cnt <= cnt + 1;
			if(cnt == 0)begin
				common <= 8'b0111_1111;
				segout <= one_seg;
			end
			if(cnt == 1)begin
				common <= 8'b1011_1111;
				segout <= ten_seg;
			end
			if(cnt == 2)begin
				common <= 8'b1101_1111;
				segout <= baek_seg;
			end
			if(cnt == 3)begin
				common <= 8'b1110_1111;
				segout <= cheon_seg;
			end
			if(cnt == 4)begin
				common <= 8'b1111_0111;
				segout <= man_seg;
			end
			if(cnt == 5)begin
				common <= 8'b1111_1011;
				segout <= sibman_seg;
				cnt<=0;
			end
		end
		else if(bus == 0)begin
			cnt <= cnt + 1;
			if(cnt == 0)begin
				common <= 8'b0111_1111;
				segout <= onemeter_seg;
			end
			if(cnt == 1)begin
				common <= 8'b1011_1111;
				segout <= tenmeter_seg;
			end
			if(cnt == 2)begin
				common <= 8'b1101_1111;
				segout <= baekmeter_seg;
				cnt<=0;
			end
		end
	end
endmodule
```

## flow/run.sh

```bash
#!/bin/bash
# OpenROAD 26Q1-2900-gdf79404cd8, Yosys 0.63+post, stock flow scripts
make -C /OpenROAD-flow-scripts/flow DESIGN_CONFIG=/design/flow/config.mk WORK_HOME=/design/flow/orfs finish
```

## flow/config.mk

```make
export PLATFORM = sky130hd
export DESIGN_NAME = bcd_seg
export DESIGN_NICKNAME = bcd_seg
export VERILOG_FILES = /design/flow/design.v
export SDC_FILE = /design/flow/constraint.sdc
export NUM_CORES = 4
export LEC_CHECK = 1
export CORE_UTILIZATION = 30
```

## flow/constraint.sdc

```tcl
current_design bcd_seg

set clk_period 3.3
set clk_io_pct 0.2

create_clock -name clk0 -period $clk_period [get_ports {clk}]

set non_clock_inputs [all_inputs -no_clocks]
set_input_delay [expr $clk_period * $clk_io_pct] -clock clk0 $non_clock_inputs
set_output_delay [expr $clk_period * $clk_io_pct] -clock clk0 [all_outputs]
```

==> results.ini <==
[status]
status=completed

[synthesis]
top_cell_area_share_pct=23.0
edf_count=7
yosys_most_used_dff=dfxtp_1
yosys.area_share.simple_pct=16.9
ys_sh_aoi_pct=32.0
ys_sh_mux_pct=0.751
synth.area.top_cells=ha_1 (23%), dfxtp_1 (7.3%), edfxtp_1 (7.0%)
synth-adder-area-share_pct=23.0
syn_area_per_cell_sq_um=7.46
synth_top_cell_by_count=ha_1
xor_share_pct=2.92
syn-cell-area_sq_um=3000
ys_chip_area_sq_um=3000
yosys-stat-cells=402
ys_top_cells_by_count=ha_1 (55), inv_1 (41), o21ai_0 (39)
yosys.stat.seqShare_pct=14.4
ys_ff=18
logic_family=AND-OR/OR-AND gates
yosysWarningCount=1
async_flop_share_pct=0
yosys.area.top_type=ha_1
synth.distinct_cells=58
synthCells=402

[global_routing]
use_met3_pct=1.60
grt_pass1_vias=2561
antenna_found_initial=0
met2_usage_pct=24.0
busiest_layer=met2
met1_usage_pct=23.0
grt_pass1_wl_mm=12.4
grt_max_degree=21
overflow=0
grt.total_usage_pct=15.0

[setup_path]
crit_arrival_ns=2.73
worstReg2RegEnd=segout[0]
rr_startpoint=cnt[0]
path_cells=clkdlybuf4s50_1, inv_1, ha_1, or2_2, a21oi_1, o22ai_1, a2111oi_0, o32a_1
path_max_fanout=7
crit_type=primary input to flop
cp.required_ns=3.43
max_stage_delay_ns=0.62
crit_start=one[1]
reg2reg_depth=6
crit_path_start_kind=primary input
crit_path_top_delay_cell=clkdlybuf4s50_1
r2r_slack_ns=0.73
cp-end-kind=flop

[finish]
fill_cells=1005
regArea_sq_um=430
combGateArea_sq_um=2270
drive_above_1_share_pct=4.66
area_growth_pct=20.6

[cts]
clkTransAtPathRegs_ns=0.07
cts_tree=built
postCtsHoldBufs=0
clock_latency_ns=0.25
clockBufferDepth=2
cts.sinks=18
clockRootBuffer=clkbuf_8
numCtsBuffers=3
post_cts_buffers=0
cts_resized=0
h-tree-depth=1

[run]
warnings=70
max-cap-violations=0

[floorplanning]
pin_count=54
num_rows=36
die_w_microns=102
coreArea_sq_um=9730
die_h_microns=102
die_area_sq_um=10400
fp_util_pct=30.8

[hold_path]
worstHoldStart=common[1]
min_to=common[1]
hp-class=flop to flop
worstHoldPathCells=1

[sta]
rsz0062_at_grt=no
finalCritPeriodShare_pct=78.9
fin_skew_ns=0.00590
max_clock_freq_mhz=384
fin_ws_ns=0.696
timing_max_transition_violations_final=0
hold_violations=0
relSlewSlack_pct=40.2
setup_viol_count_final=0
setup_tns_ns=0
worst_pin_slew_ns=0.893
period_minus_slack_ns=2.60

[placed_design]
dp_hpwl_mm=6.00
portBuffers=52
routabilityCongestion=0.873
dp_slack_ns=0.443

[power]
switching_share_pct=44.3
p_comb_share_pct=62.5
p_leak_nw=1.51
power.share.clock_pct=10.1
switchingPower_mw=0.795
p_per_area_nw_per_um2=496
seq_power_share_pct=27.4
internal_power_mw=0.999
irDropWorstVdd_v=0.000208

[routing]
first_iter_violations=137
diodes=0
drtAntennaViolNets=0
routedWlPerCell_microns=13.6
first_pass_iters=4
num_vias=2914
wl_mm=7.65
drc=0
via_per_inst=5.19

-- layout by cell type, fill, tap and decap left out, types with 6 or more instances in the layout --
master and count:
dfxtp_1 11, clkdlybuf4s50_1 52, nor2b_1 10, o211ai_1 7, nand2_1 18, inv_1 41, o22ai_1 16, o311ai_0 6
a31oi_1 8, nand2b_1 11, ha_1 55, edfxtp_1 7, nor3_1 6, a21oi_1 24, xnor2_1 7, nor2_1 26
nand3_1 6, o21ai_0 39
-- worst max-delay path, delay by kind of cell --
kind | cells | cell delay, ns
adders and majority gates | 1 | 0.19
AOI/OAI and AO/OA | 4 | 0.85
buffers and inverters | 2 | 0.74
and+or+nand+nor | 1 | 0.30
-- cell type report --
type                            count  area share, %
Sequential cell                    18           11.9
Multi-Input combinational cell    311           62.7
Inverter                           41           4.26
Timing Repair Buffer               55           15.0
Clock buffer                        4           1.52
Tap cell                          133           4.60
-- metrics by stage --
step	instances	power, mW	instance area [sq um]	utilization [%]	hold WS (ns)
finish	562	1.79	3610	37.2	0.449
global route	562	1.95	3610	37.2	0.464
CTS	562	1.79	3610	37.2	0.449
detailed placement	558	1.61	3560	36.6	0.433
global placement	558	1.60	3560	36.6	0.426
floorplan	402	1.16	3000	-	0.393
-- kinds of logic (layout without fill, tap and decap cells) --
logic type,after synthesis,after routing
other,1,1
multiplexers,2,2
AND/OR/NAND/NOR,97,97
buffers and inverters,73,100
XOR/XNOR,10,10
adder cells (fa/ha/maj),55,55
AND-OR/OR-AND,146,146
flip-flops,18,18
-- sequential cells by signal (all words and copies together) (netlist names) --
signal  count
common      8
segout      7
cnt         3
-- layer usage --
layer / vias to the layer above / part of all wire [%] / wire length, microns
li1: 1495 / - / -
met1: 1338 / 50 / 3840
met2: 71 / 45 / 3430
met3: 10 / 4.1 / 313
met4: 0 / 0.89 / 68
met5: - / 0 / 0
-- power groups by stage --
stage | sequential [mW] | clock [mW] | combinational [mW]
4_1_cts | 0.493 | 0.185 | 1.11
5_1_grt | 0.511 | 0.192 | 1.25
6_report | 0.492 | 0.181 | 1.12
-- worst max path at each step --
stage | to | slack (ns) | depth (start not counted)
4_1_cts | segout[3] | 0.71 | 8
6_report | segout[3] | 0.70 | 8
5_1_grt | segout[3] | 0.51 | 8
Power and IR drop assume default switching activity.
