==> /design/flow/design.v <==
module lcd_text(clk, reset, control, lcd_e, lcd_rs, lcd_rw, lcd_data, normal, premium);
	input clk, reset, control, normal, premium;
	output lcd_e;
	output reg lcd_rs, lcd_rw;
	output reg [7:0] lcd_data;
	parameter [2:0] delay = 0, function_set = 1, disp_onoff = 2, entry_mode =3,
		line1 = 4, line2 = 5, delay_t = 6, clear_disp = 7;
	reg [2:0] lcd_state;
	reg [11:0] cnt;
	reg status;
	always @(normal or premium or reset) begin
		if(reset==1)
			status <= 0;
		else if(normal || premium)
			status <= 1;
	end
	always @(posedge reset or posedge clk) begin
		if(reset == 1) begin
			lcd_state <= delay;
		end
		else begin
			case(lcd_state)
				delay:
					begin 
						if(cnt==70) begin
						lcd_state <= function_set;
						end
					end
				function_set:
					begin
						if(cnt==30) begin
						lcd_state <= disp_onoff;
						end
					end
				disp_onoff:
					begin
						if(cnt==30) begin
						lcd_state <= entry_mode;
						end
					end
				entry_mode:
					begin
						if(cnt==30) begin
						lcd_state <= line1;
						end
					end
				line1:
					begin
						if(cnt==20) begin
							lcd_state <= line2;
						end
					end
				line2:
					begin
						if(cnt==20) begin
							lcd_state <= delay_t;
						end
					end
				delay_t:
					begin
						if(cnt==4000) begin
						lcd_state <= clear_disp;
						end
					end
				clear_disp:
					begin
						if(cnt==2000) begin
						lcd_state <= line1;
						end
					end
			endcase
		end
	end
	always @(posedge reset or posedge clk) begin
		if(reset==1) begin
			cnt<=0;
		end
		else begin
			case(lcd_state)
				delay:
					if(cnt==70) begin
						cnt<=0;
					end
					else begin
						cnt <= cnt +1;
					end
				function_set:
					if(cnt==30) begin
						cnt<=0;
					end
					else begin
						cnt<=cnt+1;
					end
				disp_onoff:
					if(cnt==30) begin
						cnt<=0;
					end
					else begin
						cnt<=cnt+1;
					end    
				entry_mode:
					if(cnt==30) begin
						cnt<=0;
					end
					else begin
						cnt<=cnt+1;
					end
				line1:
					if(cnt==20) begin
						cnt<=0;
					end
					else begin
						cnt<=cnt+1;
					end
				line2:
					if(cnt==20) begin
						cnt<=0;
					end
					else begin
						cnt<=cnt+1;
					end
				delay_t:
					if(cnt==4000) begin
						cnt<=0;
					end
					else begin
						cnt<=cnt+1;
					end
				clear_disp:
					if(cnt==2000) begin
						cnt<=0;
					end
					else begin
						cnt<=cnt+1;
					end
			endcase
		end
	end
	always @(posedge reset or posedge clk) begin
		if(reset==1)begin
			lcd_rs <= 1'b0;
			lcd_rw <= 1'b0;
			lcd_data <= 8'b0000_0000;
		end
		else if(control==1)begin
			case(lcd_state)
				delay:
					begin
						lcd_rs <= 1'b0;
						lcd_rw <= 1'b0;
						lcd_data <= 8'b0000_0000;
					end
				function_set:
					begin
						lcd_rs <= 1'b0;
						lcd_rw <= 1'b0;
						lcd_data <= 8'b0011_1100;
					end  
				disp_onoff:
					begin
						lcd_rs <= 1'b0;
						lcd_rw <= 1'b0;
						lcd_data <= 8'b0000_1100;
					end
				entry_mode:
					begin
						lcd_rs <= 1'b0;
						lcd_rw <= 1'b0;
						lcd_data <= 8'b0000_0110;
					end
				clear_disp:
					begin
						lcd_rs <= 1'b0;
						lcd_rw <= 1'b0;
						lcd_data <= 8'b0000_0000;
					end
				delay_t:
					begin
						lcd_rs <= 1'b0;
						lcd_rw <= 1'b0;
						lcd_data <= 8'b0000_0010;
					end
				line1:
					begin
						lcd_rw<=1'b0;
						if(status==0) begin  
							case(cnt)
								0:
									begin
										lcd_rs <= 1'b0;
										lcd_data <= 8'b1000_0000;
									end
								1:
									begin
										lcd_rs <= 1'b1;
										lcd_data <= 8'b1000_0000;
									end
								2:
									begin
										lcd_rs <= 1'b1;
										lcd_data <= 8'b1000_0000;
									end
								3:
									begin
										lcd_rs <= 1'b1;
										lcd_data <= 8'b1000_0000;
									end
								4:
									begin
										lcd_rs <= 1'b1;
										lcd_data <= 8'b0011_1100;  
									end
								5:
									begin
										lcd_rs <= 1'b1;
										lcd_data <= 8'b0100_0101;  
									end
								6:
									begin
										lcd_rs <= 1'b1;
										lcd_data <= 8'b0100_1101;  
									end
								7:
									begin
										lcd_rs <= 1'b1;
										lcd_data <= 8'b0101_0000;  
									end
								8:
									begin
										lcd_rs <= 1'b1;
										lcd_data <= 8'b0101_0100;  
									end
								9:
									begin
										lcd_rs <= 1'b1;
										lcd_data <= 8'b0101_0100;  
									end
								10:
									begin
										lcd_rs <= 1'b1;
										lcd_data <= 8'b1000_0000;  
									end
								11:
									begin
										lcd_rs <= 1'b1;
										lcd_data <= 8'b0101_0100;  
									end
								12:
									begin
										lcd_rs <= 1'b1;
										lcd_data <= 8'b0100_0001;  
									end
								13:
									begin
										lcd_rs <= 1'b1;
										lcd_data <= 8'b0101_1000;  
									end
								14:
									begin
										lcd_rs <= 1'b1;
										lcd_data <= 8'b0100_1001;  
									end
								15:
									begin
										lcd_rs <= 1'b1;
										lcd_data <= 8'b0011_1110;  
									end
								16:
									begin
										lcd_rs <= 1'b1;
										lcd_data <= 8'b1000_0000;
									end
								17:
									begin
										lcd_rs <= 1'b1;
										lcd_data <= 8'b1000_0000;
									end
								18:
									begin
										lcd_rs <= 1'b1;
										lcd_data <= 8'b1000_0000;
									end
								19:
									begin
										lcd_rs <= 1'b1;
										lcd_data <= 8'b1000_0000;
									end
								20:
									begin
										lcd_rs <= 1'b1;
										lcd_data <= 8'b1000_0000;
									end
								default
									begin
										lcd_rs <= 1'b1;
										lcd_data <= 8'b1000_0000;
									end
							endcase
						end
						else begin  
							case(cnt)
								0:
									begin
										lcd_rs <= 1'b0;
										lcd_data <= 8'b1000_0000;
									end
								1:
									begin
										lcd_rs <= 1'b1;
										lcd_data <= 8'b1000_0000;
									end
								2:
									begin
										lcd_rs <= 1'b1;
										lcd_data <= 8'b1000_0000;
									end
								3:
									begin
										lcd_rs <= 1'b1;
										lcd_data <= 8'b0011_1100;  
									end
								4:
									begin
										lcd_rs <= 1'b1;
										lcd_data <= 8'b0100_0100;  
									end
								5:
									begin
										lcd_rs <= 1'b1;
										lcd_data <= 8'b0101_0010;  
									end
								6:
									begin
										lcd_rs <= 1'b1;
										lcd_data <= 8'b0100_1001;  
									end
								7:
									begin
										lcd_rs <= 1'b1;
										lcd_data <= 8'b0101_0110;  
									end
								8:
									begin
										lcd_rs <= 1'b1;
										lcd_data <= 8'b0100_1001;  
									end
								9:
									begin
										lcd_rs <= 1'b1;
										lcd_data <= 8'b0100_1110;  
									end
								10:
									begin
										lcd_rs <= 1'b1;
										lcd_data <= 8'b0100_0111;  
									end
								11:
									begin
										lcd_rs <= 1'b1;
										lcd_data <= 8'b1000_0000;  
									end
								12:
									begin
										lcd_rs <= 1'b1;
										lcd_data <= 8'b0101_0100;  
									end
								13:
									begin
										lcd_rs <= 1'b1;
										lcd_data <= 8'b0100_0001;  
									end
								14:
									begin
										lcd_rs <= 1'b1;
										lcd_data <= 8'b0101_1000;  
									end
								15:
									begin
										lcd_rs <= 1'b1;
										lcd_data <= 8'b0100_1001;  
									end
								16:
									begin
										lcd_rs <= 1'b1;
										lcd_data <= 8'b0011_1110; 
									end
								17:
									begin
										lcd_rs <= 1'b1;
										lcd_data <= 8'b1000_0000;
									end
								18:
									begin
										lcd_rs <= 1'b1;
										lcd_data <= 8'b1000_0000;
									end
								19:
									begin
										lcd_rs <= 1'b1;
										lcd_data <= 8'b1000_0000;
									end
								20:
									begin
										lcd_rs <= 1'b1;
										lcd_data <= 8'b1000_0000;
									end
								default
									begin
										lcd_rs <= 1'b1;
										lcd_data <= 8'b1000_0000;
									end
							endcase
						end
					end
				line2 :
					begin
						lcd_rw<=1'b0;
						if(status==1) begin
							case(cnt)
								0:
									begin
										lcd_rs <= 1'b0;
										lcd_data <= 8'b1100_0000;
									end
								1:
									begin
										lcd_rs <= 1'b1;
										lcd_data <= 8'b1000_0000;
									end
								2:
									begin
										lcd_rs <= 1'b1;
										lcd_data <= 8'b1000_0000;
									end
								3:
									begin
										lcd_rs <= 1'b1;
										lcd_data <= 8'b1000_0000;
									end
								4:
									begin
										lcd_rs <= 1'b1;
										lcd_data <= 8'b1000_0000;
									end
								5:
									begin
										lcd_rs <= 1'b1;
										lcd_data <= 8'b1000_0000; 
									end
								6:
									begin
										lcd_rs <= 1'b1;
										lcd_data <= 8'b0111_0100;  
									end
								7:
									begin
										lcd_rs <= 1'b1;
										lcd_data <= 8'b0110_1111;  
									end
								8:
									begin
										lcd_rs <= 1'b1;
										lcd_data <= 8'b0111_0100;  
									end
								9:
									begin
										lcd_rs <= 1'b1;
										lcd_data <= 8'b0110_0001;  
									end
								10:
									begin
										lcd_rs <= 1'b1;
										lcd_data <= 8'b0110_1100;  
									end
								11:
									begin
										lcd_rs <= 1'b1;
										lcd_data <= 8'b1000_0000; 
									end
								12:
									begin
										lcd_rs <= 1'b1;
										lcd_data <= 8'b0110_0110;  
									end
								13:
									begin
										lcd_rs <= 1'b1;
										lcd_data <= 8'b0110_0101;  
									end
								14:
									begin
										lcd_rs <= 1'b1;
										lcd_data <= 8'b0110_0101;  
									end
								15:
									begin
										lcd_rs <= 1'b1;
										lcd_data <= 8'b1000_0000;
									end
								16:
									begin
										lcd_rs <= 1'b1;
										lcd_data <= 8'b1000_0000;
									end
								17:
									begin
										lcd_rs <= 1'b1;
										lcd_data <= 8'b1000_0000;
									end
								18:
									begin
										lcd_rs <= 1'b1;
										lcd_data <= 8'b1000_0000;
									end
								19:
									begin
										lcd_rs <= 1'b1;
										lcd_data <= 8'b1000_0000;
									end
								20:
									begin
										lcd_rs <= 1'b1;
										lcd_data <= 8'b1000_0000;
									end
								default
									begin
										lcd_rs <= 1'b1;
										lcd_data <= 8'b1000_0000;
									end
							endcase
						end
						else begin
							case(cnt)
								0:
									begin
										lcd_rs <= 1'b0;
										lcd_data <= 8'b1010_0000;
									end
								1:
									begin
										lcd_rs <= 1'b1;
										lcd_data <= 8'b1000_0000;
									end
								2:
									begin
										lcd_rs <= 1'b1;
										lcd_data <= 8'b1000_0000;
									end
								3:
									begin
										lcd_rs <= 1'b1;
										lcd_data <= 8'b1000_0000;
									end
								4:
									begin
										lcd_rs <= 1'b1;
										lcd_data <= 8'b1000_0000;
									end
								5:
									begin
										lcd_rs <= 1'b1;
										lcd_data <= 8'b1000_0000;
									end
								6:
									begin
										lcd_rs <= 1'b1;
										lcd_data <= 8'b1000_0000;
									end
								7:
									begin
										lcd_rs <= 1'b1;
										lcd_data <= 8'b1000_0000;
									end
								8:
									begin
										lcd_rs <= 1'b1;
										lcd_data <= 8'b0110_1101;  
									end
								9:
									begin
										lcd_rs <= 1'b1;
										lcd_data <= 8'b0110_0101;  
									end
								10:
									begin
										lcd_rs <= 1'b1;
										lcd_data <= 8'b0111_0100;  
									end
								11:
									begin
										lcd_rs <= 1'b1;
										lcd_data <= 8'b0110_0101;  
									end
								12:
									begin
										lcd_rs <= 1'b1;
										lcd_data <= 8'b0111_0010;  
									end
								13:
									begin
										lcd_rs <= 1'b1;
										lcd_data <= 8'b1000_0000;
									end
								14:
									begin
										lcd_rs <= 1'b1;
										lcd_data <= 8'b1000_0000;
									end
								15:
									begin
										lcd_rs <= 1'b1;
										lcd_data <= 8'b1000_0000;
									end
								16:
									begin
										lcd_rs <= 1'b1;
										lcd_data <= 8'b1000_0000;
									end
								17:
									begin
										lcd_rs <= 1'b1;
										lcd_data <= 8'b1000_0000;
									end
								18:
									begin
										lcd_rs <= 1'b1;
										lcd_data <= 8'b1000_0000;
									end
								19:
									begin
										lcd_rs <= 1'b1;
										lcd_data <= 8'b1000_0000;
									end
								20:
									begin
										lcd_rs <= 1'b1;
										lcd_data <= 8'b1000_0000;
									end
								default
									begin
										lcd_rs <= 1'b1;
										lcd_data <= 8'b1000_0000;
									end
							endcase
						end
					end
			endcase
		end
	end
	assign lcd_e= (reset ? 0 : clk);
endmodule
==> /design/flow/run.sh <==
#!/bin/bash
# OpenROAD 26Q1-2900-gdf79404cd8, Yosys 0.63+post, stock flow scripts
make -C /OpenROAD-flow-scripts/flow DESIGN_CONFIG=/design/flow/config.mk WORK_HOME=/design/flow/orfs finish
==> /design/flow/config.mk <==
export PLATFORM = sky130hd
export DESIGN_NAME = lcd_text
export DESIGN_NICKNAME = lcd_text
export VERILOG_FILES = /design/flow/design.v
export SDC_FILE = /design/flow/constraint.sdc
export NUM_CORES = 4
export LEC_CHECK = 1
export CORE_UTILIZATION = 30
==> /design/flow/constraint.sdc <==
current_design lcd_text

set clk_period 5.2
set clk_io_pct 0.2

create_clock -name clk0 -period $clk_period [get_ports {clk}]

set non_clock_inputs [all_inputs -no_clocks]
set_input_delay [expr $clk_period * $clk_io_pct] -clock clk0 $non_clock_inputs
set_output_delay [expr $clk_period * $clk_io_pct] -clock clk0 [all_outputs]
==> impl_metrics.tcl <==
# yosys + openroad results
set metrics [dict create \
    crit_required_ps 4160 \
    syn_avg_cell_area_um2 8.440 \
    cp_slowest_stage_delay_ps 390 \
    final.setup_skew_ps 5.880 \
    maxCapViolCount 0 \
    async_flop_share 0.9667 \
    synth_cell_types 67 \
    yosys-top-cells-count "nor2_1, dfrtp_1, nand2_1" \
    chipArea_um2 8092 \
    min_path_type "flop to flop" \
    grt-ovfl-total 0 \
    drc 0 \
    endpoint_kind "output pin" \
    ios 16 \
    rr_startpoint "cnt[0]" \
    setup_tns_ps 0 \
    status "complete, no violations" \
    avgRoutedWirePerCell_um 15.40 \
    die_w_um 89.96 \
    rsz0062_at_grt "false" \
    syn_inst 275 \
    slew_headroom 0.4051 \
    largest_area_cell "dfrtp_1" \
    critical_path.most_common_cell "clkbuf_8" \
    yosys_warnings 1 \
    hold_buffers 0 \
    cts-resized-gates 0 \
    final_hold_viol_count 0 \
    unclocked_regs 1 \
    area_growth_pct 14.88 \
    nFillCells 755 \
    viasPerCell 5.388 \
    fp_util 0.3149 \
    drive_gt1_frac 0.1076 \
    num_rows 31 \
    grt_pass1_vias 2013 \
    grt_pass1_wl_mm 10.10 \
    post_cts_buffers 0 \
    cp_max_fo 2 \
    yosysCellCount 275 \
    cts_tree "yes" \
    ys_ff 30 \
    path_cells "clkbuf_8 -> clkbuf_8 -> nor2b_1 -> clkdlybuf4s50_1" \
    num_vias 2085 \
    tool_warnings 35 \
    slowest_stage "clkdlybuf4s50_1" \
    die_y_um 89.96 \
    top_cell "nor2_1" \
    crit_type "clock port to output pin" \
    core_um2 7370 \
    antenna_found_initial 0 \
    unconstrained_endpoints 1 \
    dpl.hpwl_mm 4.210 \
    edf_count 0 \
    ff_type "dfrtp_1" \
    drtIter0Drc 196 \
    port_buffers 14 \
    ys_area_um2 2321 \
    worstSkewPairLatency_ps 380 \
    first_pass_iters 4 \
    p_leak_nw 1.048 \
    syn_area_um2 2321 \
    critPathLaunchType "clock port" \
    min_from "lcd_state[0]" \
    setup_viol 0 \
    grt_max_degree 31 \
    yosys-top-cells-area "dfrtp_1, ha_1, nor2_1, nand2_1, a21oi_1" \
    cpLargestDelayFamily "buffers and inverters" \
    cp.arrival_ps 3330 \
    dp.cells 376 \
    place.gp.congestion 0.9195 \
    drt.antenna.violating_nets 0 \
    n_antenna_cell 0 \
    critPathBufInv 3 \
    path_clk_slew_ps 60 \
    yosysTopAreaCellShare 0.3019 \
    cp-startpoint "clk" \
    grt_usage 0.1549 \
    irDropWorstVdd_v 0.0001344 \
    maxSlewViolCount 0 \
    stdcell_count 387 \
    tightest_slew_ps 891.6 \
    wl_mm 5.960 \
    powerDensity_nw_per_um2 190.7 \
]
==> power breakdown <==
group | internal (mW) | switching, mW | total, mW
clock network | 0.177 | 0.0916 | 0.269
registers | 0.227 | 0.000639 | 0.227
logic | 0.00495 | 0.00738 | 0.0123
==> path summary, 6_finish.rpt <==
| path | cells past startpoint | slack [ps] | to |
|---|---|---|---|
| max in group asynchronous | 3 | 3780 | lcd_state[0] |
| min in group asynchronous | 3 | 1100 | cnt[7] |
| min | 1 | 510 | lcd_state[0] |
| max | 4 | 830 | lcd_e |
| min reg2reg | 1 | 510 | lcd_state[0] |
| max reg2reg | 6 | 2080 | cnt[2] |
==> flip-flops by register name, summed over array words and instances (netlist names), named ones only <==
signal     count
status         1
cnt           12
lcd_state      5
lcd_rs         1
lcd_data       8
==> area by class of cell <==
class / count / area (um^2) / share of cell area
inverters: 16 / 60.06 / 0.02252
well taps: 99 / 123.9 / 0.04646
flip-flops and latches: 30 / 742.0 / 0.2783
clock buffers: 11 / 147.6 / 0.05537
multi-input cells: 213 / 1428 / 0.5354
clock inverters: 1 / 5.005 / 0.001877
repair buffers: 17 / 160.2 / 0.06007
==> layer usage <==
layer | up-vias | GRT usage | share of wire
met2 | 79 | 0.2263 | 0.42
met1 | 963 | 0.2420 | 0.48
met5 | - | 0 | 0
met3 | 10 | 0.03179 | 0.081
li1 | 1033 | - | -
met4 | 0 | 0.02957 | 0.018
==> cell families (layout without fill, tap and decap cells) <==
| family | Yosys count | in the layout | synth area share |
|---|---|---|---|
| DFF | 29 | 29 | 0.3132 |
| muxes | 3 | 3 | 0.01348 |
| latches | 1 | 1 | 0.006467 |
| xor gates and xnor gates | 9 | 9 | 0.03396 |
| other | 1 | 1 | 0.001616 |
| adders and majority gates | 12 | 12 | 0.06469 |
| and+or+nand+nor | 110 | 110 | 0.2561 |
| buffers and inverters | 32 | 45 | 0.06523 |
| AOI/OAI and AO/OA | 78 | 78 | 0.2453 |
==> placed cells by master (no fill, tap or decap), types with 5 or more instances in the layout <==
master            n
nor2b_1           9
a21oi_1          16
o22ai_1           6
nor2_1           34
nand4_1           5
ha_1             12
inv_1            16
nand3_1           6
dfrtp_1          28
xnor2_1           5
nor3_1            5
clkbuf_8         10
clkdlybuf4s50_1  14
o21ai_0          13
nand2_1          23
==> stage by stage <==
stage / util / power (mW) / hold slack (ps) / worst slack, ps / cell area, um^2
final: 0.3618 / 0.5086 / 514.4 / 832.2 / 2666
after global routing: 0.3618 / 0.5329 / 528.0 / 802.5 / 2666
after CTS: 0.3618 / 0.5196 / 515.3 / 819.3 / 2666
after detailed placement: 0.3424 / 0.2545 / 506.5 / 1076 / 2524
after global placement: 0.3424 / 0.2540 / 504.4 / 1076 / 2524
after floorplan: - / 0.2403 / 458.3 / 1471 / 2321
Power and IR drop assume default switching activity.
